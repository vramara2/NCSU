`flow/design.v`:
```
module tanh_interpolation(reset_b, clk, matrix_row_done, dut_busy, carry, g_out, tanh_read_data, tanh_read_en, tanh_read_address, sram_wr_address, sram_wr_value, sram_wr_en, computation_done);
input reset_b, clk, matrix_row_done, dut_busy;
input [18:0] g_out;
input carry;
output computation_done;
output [15:0] sram_wr_value;
input [15:0] tanh_read_data;
output [11:0] tanh_read_address, sram_wr_address;
output sram_wr_en, tanh_read_en;
reg [8:0] count = 9'b0;
reg tanh_read_en;
reg computation_done, computation_done_;
reg sram_wr_en;
reg [18:0] indexed_gout_value;
reg [11:0] tanh_read_address, sram_wr_address = 12'h1FE;
reg [11:0] tanh_read_address_1;
reg [15:0] sram_wr_value;
reg [2:0] current_state, next_state;
reg signed [15:0] y0, y1;
reg signed [40:0] y;
reg signed [19:0] x, x0, x1;
reg [34:0] y_inter_1, y_inter_2;
reg [40:0] y_inter_1_shift, y_inter_2_shift, signed_y_value;
parameter [2:0]
  s0 = 3'b000,
  s1 = 3'b010,
  s2 = 3'b001,
  s3 = 3'b011,
  s4 = 3'b111;
always @(posedge clk)
begin
  if(!reset_b)
  begin
    current_state <= s0;
    computation_done <= 0;
  end
  else
  begin
    current_state <= next_state;
    computation_done <= computation_done_;
  end
end
always @(*)
begin
if(!reset_b)
begin
  computation_done_ = 1'b0;
  count = 9'h0;
  next_state = s0;
  tanh_read_address = 12'b0;
  tanh_read_address = 12'b0;
  sram_wr_en = 1'b0;
  tanh_read_en = 1'b0;
  sram_wr_value = 16'b0;
end
casex(current_state)
  s0:
  begin
    tanh_read_address = 12'b0;
    tanh_read_en = 1'b0;
    sram_wr_value = 16'b0;
    sram_wr_en = 1'b0;
    if(computation_done_ == 1'b1)
    begin
      computation_done_ = 1'b0;
      sram_wr_address = 12'h1FE;
    end
    if(matrix_row_done == 1'b1 && count != 9'h100)
    begin
      next_state = s1;
    end
    else
    begin
      next_state = s0;
    end
    if(count == 9'h100)
    begin
      count = 9'h0;
    end
  end
  s1:
  begin
      if(g_out > 19'd130560)  
      begin
        if(carry == 1'b0)
        begin
          sram_wr_value = 16'b0111111111101010;
          next_state = s4;
        end
        else
        begin
          sram_wr_value = 16'b1000000000010110;
          next_state = s4;
        end
      end
      else
      begin
          x = {g_out};   
          indexed_gout_value = (g_out >> 9);
          tanh_read_address = indexed_gout_value[11:0] << 1;   
          tanh_read_address_1 = indexed_gout_value[11:0] << 1;
          tanh_read_en = 1'b1;
          x0 = {indexed_gout_value << 9};
          next_state = s2;
      end
  end
  s2:
  begin
    y0 = tanh_read_data;
    tanh_read_address = tanh_read_address_1 + 2'b10;
    tanh_read_en = 1'b1;
    x1 = {(indexed_gout_value + 1'b1) << 9};
    y_inter_1 = y0*(x1 - x); 
    y_inter_1_shift = y_inter_1 << 6;
    next_state = s3;
  end
  s3:
  begin
    y1 = tanh_read_data;
    tanh_read_en = 1'b0;
    y_inter_2 = y1*(x - x0);
    y_inter_2_shift = y_inter_2 << 6;
    y = y_inter_1_shift + y_inter_2_shift;
    if(carry == 1'b0)
    begin
      sram_wr_value = {1'b0,y[29:15]};
    end
    else
    begin
      signed_y_value = ~y + 1;
      sram_wr_value = signed_y_value[30:15];
    end
    next_state = s4;
  end
  s4:
  begin
    sram_wr_en = 1;
    sram_wr_address = sram_wr_address + 2'd2;  
    count = count + 1;
    if(count == 9'h100)
    begin
      computation_done_ = 1'b1;
    end
    next_state = s0;
  end
  default:
  begin
    next_state = s0;
  end
endcase
end
endmodule
```
`flow/run.sh`:
```
#!/bin/bash
# OpenROAD 26Q1-2900-gdf79404cd8, Yosys 0.63+post, stock flow scripts
make -C /OpenROAD-flow-scripts/flow DESIGN_CONFIG=/design/flow/config.mk WORK_HOME=/design/flow/orfs finish
```
`flow/config.mk`:
```
export PLATFORM = sky130hd
export DESIGN_NAME = tanh_interpolation
export DESIGN_NICKNAME = tanh_interpolation
export VERILOG_FILES = /design/flow/design.v
export SDC_FILE = /design/flow/constraint.sdc
export NUM_CORES = 4
export LEC_CHECK = 1
export CORE_UTILIZATION = 50
```
`flow/constraint.sdc`:
```
current_design tanh_interpolation

set clk_period 2.1
set clk_io_pct 0.2

create_clock -name clk0 -period $clk_period [get_ports {clk}]

set non_clock_inputs [all_inputs -no_clocks]
set_input_delay [expr $clk_period * $clk_io_pct] -clock clk0 $non_clock_inputs
set_output_delay [expr $clk_period * $clk_io_pct] -clock clk0 [all_outputs]
```
==> flow_summary.ini <==
; implementation run metrics
[hold_path]
whs_path_depth = 1
holdPathEnd = current_state[2]
hold_class = flop to flop
hp-start = current_state[1]

[final_timing]
setup_slack_ps = 243
unclocked_regs = 96
fin_worst_skew_ps = 0.0998
post-route-min-period_ps = 1860
slew_violations = 0
max_freq_mhz = 539
rsz0062_at_grt = false
finalSetupViolations = 0
worst_pin_slew_ps = 906
unconstrained_endpoints = 138
setup_tns_ps = 0
hold_viol_final = 0
period_used_share = 0.884
relSlewSlack = 0.396

[flow_run]
drv_cap = 0
warning_count = 28

[clock_network]
cts_tree = yes
clk-insertion-delay-late_ps = 230
clock_path_buffers = 2
cts_htree_levels = 1
cts-root-buf = clkbuf_16
cts.clk_slew.worst_paths_ps = 30
postCtsHoldBufs = 0
cts_buffers = 3

[synthesis]
edf_count = 0
synthCells = 2178
synthArstFlopShare = 0
flop_cell = dlxtn_1
yosys_cells = 2178
syn_area_per_cell_sq_um = 8.44
synth_warnings = 90
syn-cell-area_sq_um = 18400
synth.distinct_cells = 73
yosys-stat-area_sq_um = 18400
ys_ff = 102

[finish]
seq_area_sq_um = 1560
fin_cells = 2688
final_area_sq_um = 19900
fillerInstances = 3231
comb_area_sq_um = 15000
syn_to_final_growth_pct = 8.29
drive_gt1_frac = 0.0283

[placement]
hpwl_mm = 35.0
dp_cells = 2682
dpl-instance-area_sq_um = 19800
post-place-ws_ps = -315
port_buffers = 81
gp_congestion = 0.895

[worst_setup_path]
worstSetupPathType = input port to flop
worstPathArrival_ps = 1970
cp.required_ps = 2220
r2r_cells = 2
critPathLaunchType = input port
regToRegStartpoint = current_state[4]
crit_path_end_kind = flop
critPathMaxFanout = 3
rrSetupSlack_ps = 830
regToRegEndpoint = current_state[0]

[drt]
drc = 0
routed_via_density = 5.24
postRouteWirelength_mm = 42.7
dr.pass1.iters = 5
num_vias = 14100
drtIter0Drc = 560
ant_nets = 0
routedWlPerCell_um = 15.9

[floorplanning]
die_x_um = 194
num_rows = 69
ioPinCount = 83
dieArea_sq_um = 37500
core-area_sq_um = 35800
die_h_um = 194
fp_util = 0.513

[global_routing]
grt_pass1_wl_mm = 71.9
antenna_found_initial = 1
grt_max_degree = 31
track_usage = 0.252
grt-ovfl-total = 0
grt_pass1_vias = 14000

[outcome]
status = completed
## cell families (layout without fill, tap and decap cells)
| logic type | Yosys count | after routing | synth area share |
|---|---|---|---|
| compound gates | 269 | 269 | 0.0957 |
| xor+xnor | 123 | 123 | 0.0601 |
| fa+ha+maj | 521 | 521 | 0.477 |
| buf+inv | 499 | 537 | 0.102 |
| flops | 6 | 6 | 0.00653 |
| latches | 96 | 96 | 0.0786 |
| mux | 4 | 4 | 0.00225 |
| other cells | 2 | 13 | 0.000409 |
| simple gates | 658 | 658 | 0.177 |
## sequential cells by signal, summed over array words and instances (netlist names)
name and cells:
y_inter_1_shift 25, x 19, sram_wr_value 16, sram_wr_address 12, tanh_read_address 12, count 9
current_state 5, computation_done 1, computation_done_ 1, sram_wr_en 1, tanh_read_en 1
## layout by cell type, fill, tap and decap left out, drive strengths merged, types with 25 or more instances in the layout
master and n:
nor2 73, a21oi 79, buf 42, fa 300
xor2 30, and2 160, clkdlybuf4s50 75, dlxtn 71
xnor2 91, inv 409, nand2 278, o21ai 53
dlxtp 25, ha 221
## worst max-delay path, stage by stage
cell	delay, ps
dlymetal6s2s_1	160
nor4_2	300
nand2_2	90
nor4_2	220
buf_4	220
nor3_2	50
nor3_2	140
buf_4	150
nor2b_1	60
o21a_1	160
## timing repair
action                                  in CTS  in global routing
setup buffers                                0                  1
gates resized                                1                 10
pin swaps                                    1                  5
endpoints found under the setup margin       1                  2
## synthesized netlist by cell type, types with 15 or more instances
master	count	area, sq um
and2_1	159	995
dlxtp_1	25	375
xnor2_1	91	797
o21ai_0	53	265
clkbuf_1	83	312
nand2_1	278	1040
ha_1	221	2770
nand2b_1	24	150
and3_1	16	100
nor3_1	20	100
a21oi_1	79	395
nor2b_1	19	119
dlxtn_1	71	1070
xor2_1	30	263
inv_1	409	1540
fa_1	300	6010
nand3_1	23	115
nand4_1	15	93.8
a21o_1	20	150
nor2_1	73	274
o21a_1	18	135
## layout make-up
cell class                 instances  area share
inverter                         411      0.0775
timing repair buffer             123      0.0573
antenna                            2    0.000251
tap                              461      0.0290
sequential                       102      0.0784
clock buffer                       3     0.00377
multi-input combinational       1586       0.754
## how the worst max path moves through the flow
stage / start / to / slack (ps) / depth (start not counted)
CTS: g_out[8] / current_state[4] / 10 / 10
global route: g_out[5] / current_state[4] / 50 / 10
finish: g_out[5] / current_state[4] / 240 / 10
## routing by layer
layer	global-route usage	share of wire	vias up
met2	0.395	0.48	270
met3	0.0518	0.054	36
met4	0.0409	0.020	0
met5	0	0	-
li1	-	-	6916
met1	0.386	0.45	6876
## per-stage QoR
stage	utilization	hold WS [ps]
after floorplan	-	547
after global placement	0.552	570
after detailed placement	0.552	594
after CTS	0.554	608
after global routing	0.556	658
final	0.556	601
